## flow/run.sh

```bash
#!/bin/bash
# OpenROAD 26Q1-2900-gdf79404cd8, Yosys 0.63+post, stock flow scripts
make -C /OpenROAD-flow-scripts/flow DESIGN_CONFIG=/design/flow/config.mk WORK_HOME=/design/flow/orfs finish
```

## flow/config.mk

```make
export PLATFORM = sky130hd
export DESIGN_NAME = stack_mem
export DESIGN_NICKNAME = stack_mem
export VERILOG_FILES = /design/flow/design.v
export SDC_FILE = /design/flow/constraint.sdc
export NUM_CORES = 4
export LEC_CHECK = 1
export CORE_UTILIZATION = 50
```

## flow/constraint.sdc

```tcl
current_design stack_mem

set clk_period 6.1
set clk_io_pct 0.2

create_clock -name clk0 -period $clk_period [get_ports {clk}]

set non_clock_inputs [all_inputs -no_clocks]
set_input_delay [expr $clk_period * $clk_io_pct] -clock clk0 $non_clock_inputs
set_output_delay [expr $clk_period * $clk_io_pct] -clock clk0 [all_outputs]
```

## flow/design.v

```verilog
module stack_mem(clk,rst_n,en,wr,rd,din,dout,full,empty);
	input clk;
	input rst_n;
	input en;
	input wr;
	input rd;
	input [7:0] din;
	output reg full;
	output reg empty;
	output reg [7:0] dout;
	reg [7:0] mem [31:0];
	reg [4:0] point;
	always @(posedge clk or negedge rst_n)
		begin
			if(!rst_n)
				begin
					full<=1'b0;
					empty<=1'b0;
					dout<=8'd0;
					point=5'd0;
				end
			else 
				if(en)
					begin
						if(wr)
							begin
								if(point<5'd31)
									begin
										mem[point]<=din;
										point<=point+1'b1;
										full<=1'b0;
										empty<=1'b0;
									end
								else
									begin
										full<=1'b1;
										empty<=1'b0;
									end
							end
						if(rd)
							begin
								if(point>5'd0)
									begin
										dout<=mem[point];
										point=point-1'b1;
										empty<=1'b0;
										full<=1'b0;
									end
								else
									begin
										empty<=1'b1;
										full<=1'b0;
									end
							end
					end
		end
endmodule
```

==> impl_metrics.py <==
# Physical implementation metrics
metrics = {
    "outcome": {
        "outcome": "finished clean",
    },
    "setup_path": {
        "critPathSlowestCell": "clkdlybuf4s50_1",
        "path_max_fanout": 17,
        "crit_arrival_ns": 3.61,
        "r2r_setup_slack_ns": 2.89,
        "worst_ep_required_time_ns": 6.26,
        "reg2reg_depth": 7,
        "path_cells": "clkdlybuf4s50_1 -> and3_1 -> nand2_1 -> nor2_1",
        "crit_end": "mem[1][7]",
        "critical_path_class": "in2reg",
        "slowest_delay_ns": 0.90,
        "cp-startpoint": "rst_n",
        "crit_family": "simple AND/OR/NAND/NOR gates",
        "rr_startpoint": "point[2]",
        "critical_path_buf_inv_count": 1,
        "cp_num_cells": 4,
        "end_kind": "flop",
        "crit_path_start_kind": "primary input",
        "r2r_end": "dout[7]",
    },
    "logic_synthesis": {
        "area_leaders": "edfxtp_1 70%, mux2i_1 3.5%, dfrtp_1 3.4%",
        "top_area_share_pct": 70.2,
        "top_cell": "edfxtp_1",
        "common_cells": "256 x edfxtp_1, 49 x nor2_1, 41 x a22oi_1, 38 x mux2i_1, 37 x nand2_1",
        "yosys-stat-cells": 710,
        "flop_cell": "edfxtp_1",
        "async_reset_ff_share_pct": 5.54,
        "synth.cell_area_um2": 11000,
        "ys_area_um2": 11000,
        "synth.distinct_cells": 64,
        "synth-edff-count": 256,
        "ys_warn_count": 2,
        "ys_ff": 271,
        "largest_area_cell": "edfxtp_1",
        "postSynthCellCount": 710,
        "ys_seq_share_pct": 73.6,
        "syn_area_per_cell_um2": 15.4,
    },
    "job": {
        "maxCapViolations": 0,
        "log.warning_count": 29,
    },
    "routing": {
        "drc": 0,
        "drtAntennaViolNets": 0,
        "post_drt_via_cell_ratio": 6.37,
        "drt-pass1-iter-count": 5,
        "post_drt_wl_per_cell_um": 27.6,
        "antennaDiodeCount": 0,
        "vias": 6662,
        "routed_wl_mm": 28.9,
        "initialDrtViolationCount": 643,
    },
    "hold_path": {
        "hp-class": "reg2reg",
    },
    "global_routing": {
        "antenna_found_initial": 0,
        "grt_overflow": 0,
        "first_global_vias": 7034,
        "grt_pass1_wl_mm": 42.6,
        "grtUsageTotal_pct": 29.7,
        "grt_max_degree": 53,
    },
    "clocking": {
        "cts_hold_buf": 0,
        "clock_path_buffers": 3,
        "cts_tree": "yes",
        "cts_buffers": 27,
        "cts_sinks": 271,
        "insertion_delay_ns": 0.53,
        "post-cts-setup-buffers": 0,
        "cts_root_buffer": "clkbuf_16",
        "cts-resized-gates": 0,
        "path_clk_slew_ns": 0.06,
        "cts_max_level": 1,
    },
    "floorplanning": {
        "fp.dieH_um": 150,
        "initCoreUtil_pct": 51.6,
        "dieArea_um2": 22500,
        "chipWidth_um": 150,
        "core_area_um2": 21200,
        "rows": 53,
        "ios": 23,
    },
    "timing": {
        "rsz0062_at_grt": "false",
        "fin_skew_ns": 0.00721,
        "tns_ns": 0,
        "min_period_over_period_pct": 56.5,
        "final_hold_viol_count": 0,
        "setup_viol": 0,
        "tightest_slew_ns": 0.905,
        "min_period_ns": 3.44,
        "max_freq_mhz": 290,
        "slew_headroom_pct": 39.6,
        "drv_slew": 0,
    },
    "placed_design": {
        "dpl_cell_area_um2": 11500,
        "hpwl_mm": 18.5,
        "place_congestion": 0.986,
        "numPortBuffers": 22,
    },
    "pwr": {
        "powerDensity_nw_per_um2": 445,
        "leakage_uw": 0.00405,
        "ir_drop_uv": 207,
    },
    "layout": {
        "nFillCells": 1594,
        "flop_area_um2": 8070,
        "logic_area_um2": 2660,
        "syn_to_final_growth_pct": 12.7,
        "final_cell_area_um2": 12300,
        "drive_gt1_share_pct": 10.8,
    },
}
==> worst min-delay path, stage by stage, from the launching register on <==
cell and delay, ns:
dfrtp_1 0.34, nand2_1 0.07, o31ai_2 0.05
==> metal layers <==
| layer | vias to the layer above | wire length (µm) | track usage [%] |
|---|---|---|---|
| met5 | - | 0 | 0 |
| met4 | 0 | 1000 | 8.13 |
| met3 | 61 | 4080 | 17.6 |
| met2 | 403 | 12800 | 41.5 |
| met1 | 3294 | 11000 | 43.3 |
| li1 | 2904 | - | - |
==> cell usage in the layout, fill, tap and decap left out, types with 12 or more instances in the layout <==
cell type / n
buf_4: 26
nand3_1: 16
o22ai_1: 25
nor2_1: 49
a22oi_1: 41
dfrtp_1: 12
a21oi_1: 18
mux2i_1: 38
clkdlybuf4s50_1: 22
nor3_1: 15
clkbuf_16: 27
nand2_1: 37
edfxtp_1: 256
nor2b_1: 15
==> stage by stage <==
stage               setup WS [ns]  util, %  hold slack, ns  power [µW]  cells
global route                 2.44     58.2           0.516        5710   1046
detailed placement           2.10     54.2           0.488        3930    997
global placement             2.14     54.2           0.472        3920    997
CTS                          2.64     58.2           0.499        5470   1046
finish                       2.66     58.2           0.494        5490   1046
floorplan                    3.39        -           0.424        3370    717
==> area by class of cell <==
type                       instances  share of cell area, %
clock buffer                      27                   5.47
clock inverter                    22                   1.33
inverter                           7                  0.213
multi-input combinational        396                   21.5
sequential                       271                   65.3
tap                              275                   2.79
timing repair buffer              48                   3.36
==> kinds of logic (layout without fill, tap and decap cells) <==
| logic type | Yosys count | after routing | synth area share (%) |
|---|---|---|---|
| xor+xnor | 4 | 4 | 0.320 |
| mux | 41 | 41 | 3.88 |
| other cells | 1 | 8 | 0.0342 |
| simple gates | 170 | 170 | 7.55 |
| compound gates | 168 | 168 | 11.7 |
| buf+inv | 50 | 104 | 2.39 |
| flops | 271 | 271 | 73.6 |
| fa+ha+maj | 5 | 5 | 0.571 |
==> sequential cells by signal (all words and copies together) (netlist names) <==
| name | cells |
|---|---|
| dout | 8 |
| empty | 1 |
| full | 1 |
| mem | 256 |
| point | 5 |
==> how the worst min path moves through the flow <==
stage	from	to	slack, ns	depth (start not counted)
finish	dout[4]	dout[4]	0.49	2
global route	mem[0][6]	dout[6]	0.52	2
CTS	mem[0][6]	dout[6]	0.50	2
==> report_power, final <==
| group | leakage (µW) | total, µW | switching (µW) | internal, µW |
|---|---|---|---|---|
| sequential | 0.00249 | 2180 | 64.2 | 2110 |
| clock | 0.000416 | 1550 | 665 | 890 |
| combinational | 0.00114 | 1760 | 1170 | 589 |
| total | 0.00405 | 5490 | 1900 | 3590 |
Power and IR drop assume default switching activity.
