$ cat flow/constraint.sdc
current_design finder

set clk_period 7.4
set clk_io_pct 0.2

create_clock -name clk0 -period $clk_period [get_ports {clk}]

set non_clock_inputs [all_inputs -no_clocks]
set_input_delay [expr $clk_period * $clk_io_pct] -clock clk0 $non_clock_inputs
set_output_delay [expr $clk_period * $clk_io_pct] -clock clk0 [all_outputs]
$ cat flow/run.sh
#!/bin/bash
# OpenROAD 26Q1-2900-gdf79404cd8, Yosys 0.63+post, stock flow scripts
make -C /OpenROAD-flow-scripts/flow DESIGN_CONFIG=/design/flow/config.mk WORK_HOME=/design/flow/orfs finish
$ cat flow/config.mk
export PLATFORM = sky130hd
export DESIGN_NAME = finder
export DESIGN_NICKNAME = finder
export VERILOG_FILES = /design/flow/design.v
export SDC_FILE = /design/flow/constraint.sdc
export NUM_CORES = 4
export LEC_CHECK = 1
export CORE_UTILIZATION = 40
$ cat flow/design.v
module finder(clk,rst_n,wr,din,find,dfind,full,is,location);
	input clk;
	input rst_n;
	input wr;
	input [7:0] din;
	input find;
	input [7:0] dfind;
	output reg full;
	output reg is;
	output reg [5:0] location;
	reg [7:0] mem [63:0];
	reg [5:0] pointer;
	reg [5:0] check;
	always @(posedge clk or negedge rst_n)
		begin
			if(!rst_n)
				begin
					pointer<=6'd0;
					full<=1'b0;
				end
			else
				begin
					if(wr)
						if(pointer<6'd63)
							begin
								mem[pointer]<=din;
								pointer<=pointer+1'b1;
								full<=1'b0;
							end
						else
							begin
								pointer<=6'd0;
								full<=1'b1;
							end
				end
		end
	always @(posedge clk or negedge rst_n)
		begin
			if(!rst_n)
				begin
					is<=1'b0;
					location<=6'd0;
					check<=6'd0;
				end
			else
				begin
					if(find)
						begin
							if(check<6'd63)
								begin
									if(mem[check]==dfind)
										begin
											location<=check;
											is<=1'b1;
										end
									else
										begin
											check<=check+1'b1;
											is<=1'b0;
										end
								end
							else
								begin
									check<=6'd0;
									is<=1'b0;
								end
						end
				end
		end
endmodule
==> impl_metrics.toml <==
# generated from flow reports
[outcome]
outcome = "finished, final reports clean"

[route]
dr.pass1.iters = 26
wl_per_cell_um = 37.4
finalWirelength_um = 84500
drc = 0
postRouteAntennaNets = 0
via_count = 14835
drtIter0Drc = 1730
via_per_inst = 6.56

[placed_design]
place_hpwl_um = 56400
gp_congestion = 1.10
io_buffers = 27

[timing]
clock_skew_ns = 0.00862
setup_viol = 0
grt_setup_unrepaired = "no"
finalSetupTns_ns = 0
finalHoldViolations = 0
whs_ns = 0.504
layout_min_cycle_time_ns = 5.38
worst_pin_slew_ns = 1.38
timing.fmax_ghz = 0.186
finalMaxSlewViolations = 0
period_used_share = 0.727
slew_headroom = 0.0544

[run]
max_cap_viol_count = 0
warnings = 31

[clock_network]
path_clk_slew_ns = 0.06
post_cts_resized = 0
tritoncts = "built"
clock_sinks = 532
clock_path_buffers = 3
htree_levels = 2
clkLatencyLatePin_ns = 0.61
post_cts_buffers = 0
cts-hold-fix-buffers = 0
cts_root_buffer = "clkbuf_16"
numCtsBuffers = 54

[logic_synthesis]
yosys-top-cells-area = "edfxtp_1, and3_1, dfrtp_1, a32oi_1, a22oi_1"
ys_warn_count = 2
common_cells = "edfxtp_1, and3_1, nor2_1"
synthCells = 1427
syn_area_per_cell_um2 = 15.1
top_area_frac = 0.713
yosysChipArea_um2 = 21600
top_cell = "edfxtp_1"
synth_seq_share = 0.736
yosys_cells = 1427
enable_flop_cells = 512
ys.flops = 532
syn_area_um2 = 21600
flop_cell = "edfxtp_1"
largest_area_cell = "edfxtp_1"
ys_async_sr_fraction = 0.0376
ys_types = 68

[critical_path]
end_kind = "register"
worst_ep_arrival_time_ns = 5.88
ff2ff_path_depth = 14
required_ns = 7.89
rr_startpoint = "check[0]"
reg2reg_to = "location[0]"
crit_path_start = "check[0]"
r2r_setup_slack_ns = 2.02
timing_worst_setup_path_type = "register to register"
cp-start-kind = "register"
worst-path-max-fanout = 36
crit_path_end = "location[0]"

[final_layout]
area_delta_synth_final_pct = 15.3
fillers = 4567
drive_above_1_share = 0.154

[floorplanning]
rows = 84
die_y_um = 234
core_util_floorplan = 0.407
num_io_pins = 28
die-area_um2 = 54900
core_um2 = 53000
die_w_um = 234

[hold_path]
hold_path_class = "register to register"

[global_routing]
grt_pass1_wl_um = 116000
grt_max_degree = 65
antenna_found_initial = 5
track_usage = 0.343
grt-ovfl-total = 0
grt_pass1_vias = 15255

[power_and_ir_drop]
power_per_cell_area_nw_per_um2 = 350
static-leakage-power_nw = 8.47
ir_drop_uv = 252
power_w = 0.00870
where the power goes:
part	total [W]	internal, W	switching, W
Combinational	0.00249	0.000701	0.00179
Clock	0.00271	0.00156	0.00114
Sequential	0.00350	0.00338	0.000122
layer usage:
metal	up-vias	track usage	share of wire	wire, µm
met5	-	0.0330	0.0033	283
met4	12	0.166	0.067	5650
met3	281	0.281	0.20	16700
met2	1359	0.454	0.42	35400
met1	7186	0.402	0.31	26500
li1	5997	-	-	-
sequential cells by signal, summed over array words and instances, names as in the netlist:
signal and cells:
pointer 6, mem 512, is 1, full 1
location 6, check 6
worst max-delay path, stage by stage, from the launching register on:
cell and delay (ns):
dfrtp_1 0.49, inv_1 0.11, ha_1 0.20, buf_4 0.28
and3b_1 0.37, buf_4 0.27, and3_1 0.21, nor4_1 0.75
nand4_1 0.20, nor4_1 0.91, a31oi_1 0.18, and3b_1 0.32
nand4bb_4 0.18, nor3_4 0.36, mux2_2 0.38
placed cells by master, fill, tap and decap left out, types with 9 or more instances in the layout:
master / n
nand2b_1: 11
mux2_2: 17
a2111oi_0: 28
nor3_1: 15
and3_1: 114
nor4_1: 12
buf_4: 117
and3b_1: 9
mux2i_1: 12
a32oi_1: 53
o21ai_0: 20
nand3b_1: 14
and2_1: 9
a22o_1: 14
clkinv_1: 15
nand2_1: 43
inv_1: 9
nor2_1: 100
a31oi_1: 14
dfrtp_1: 16
a21oi_1: 13
nand4_1: 32
clkbuf_16: 57
clkdlybuf4s50_1: 19
a22oi_1: 58
clkbuf_1: 10
edfxtp_1: 512
a221oi_1: 11
nand3_1: 71
area by class of cell:
class,count,area (µm²),area share
clock inverter,29,258,0.0104
multi-input combinational,791,5270,0.212
clock buffer,67,1460,0.0588
timing repair buffer,145,1110,0.0448
antenna,2,5.00,0.000201
inverter,9,33.8,0.00136
sequential,532,15900,0.638
tap,688,861,0.0346
per-stage QoR:
step / utilization / cell area [µm²] / cells / setup WS, ns
after floorplan: - / 21600 / 1427 / 3.63
after global placement: 0.437 / 23100 / 2164 / 1.89
after detailed placement: 0.437 / 23100 / 2164 / 1.79
after CTS: 0.470 / 24900 / 2260 / 1.78
after global routing: 0.470 / 24900 / 2261 / 1.86
final: 0.470 / 24900 / 2263 / 2.02
worst min-delay path by stage:
stage	start	end	slack, ns	cells past startpoint
CTS	is	is	0.50	1
global route	is	is	0.53	1
finish	is	is	0.50	1
kinds of logic (layout without fill, tap and decap cells):
logic type / Yosys count / in the layout / synth area share
AOI/OAI and AO/OA: 260 / 260 / 0.0951
adders and majority gates: 8 / 8 / 0.00464
xor gates and xnor gates: 11 / 11 / 0.00447
other: 0 / 2 / 0
muxes: 30 / 30 / 0.0155
buffers and inverters: 104 / 250 / 0.0213
DFF: 532 / 532 / 0.736
and+or+nand+nor: 482 / 482 / 0.123
No activity file was given, so power comes from the tool's default toggle rates.
