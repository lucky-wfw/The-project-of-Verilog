$ cat /design/flow/constraint.sdc
current_design sync_fifo_review

set clk_period 3.6
set clk_io_pct 0.2

create_clock -name clk0 -period $clk_period [get_ports {clk}]

set non_clock_inputs [all_inputs -no_clocks]
set_input_delay [expr $clk_period * $clk_io_pct] -clock clk0 $non_clock_inputs
set_output_delay [expr $clk_period * $clk_io_pct] -clock clk0 [all_outputs]
$ cat /design/flow/config.mk
export PLATFORM = sky130hd
export DESIGN_NAME = sync_fifo_review
export DESIGN_NICKNAME = sync_fifo_review
export VERILOG_FILES = /design/flow/design.v
export SDC_FILE = /design/flow/constraint.sdc
export NUM_CORES = 4
export LEC_CHECK = 1
export CORE_UTILIZATION = 40
$ cat /design/flow/run.sh
#!/bin/bash
# OpenROAD 26Q1-2900-gdf79404cd8, Yosys 0.63+post, stock flow scripts
make -C /OpenROAD-flow-scripts/flow DESIGN_CONFIG=/design/flow/config.mk WORK_HOME=/design/flow/orfs finish
$ cat /design/flow/design.v
module sync_fifo_review(clk,rst_n,din,wr,rd,full,empty,dout);
	input clk;
	input rst_n;
	input wr;
	input rd;
	input [7:0] din;
	output reg full;
	output reg empty;
	output reg [7:0] dout;
	reg [7:0] mem [15:0];
	reg [3:0] wp;
	reg [3:0] rp;
	always @(posedge clk or negedge rst_n)
		begin
			if(!rst_n)
				wp<=4'd0;
			else
				if(wr&&(~full))
					wp<=wp+1'b1;
		end
	always @(posedge clk)
		begin
			if(wr&&(~full))
				mem[wp]<=din;
		end
	always @(posedge clk or negedge rst_n)
		begin
			if(!rst_n)
				rp<=4'd0;
			else
				if(rd&&(~empty))
					rp<=rp+1'b1;
		end
	always @(posedge clk)
		begin
			if(rd&&(~empty))
				dout<=mem[rp];
		end
	always @(posedge clk or negedge rst_n)
		begin
			if(!rst_n)
				full<=1'b0;
			else
				begin
					if(((~rd&&wr)&&(wp==rp-1'b1))||((wp==4'hf)&&(rp==4'h0)))
						full<=1'b1;
					else if(full&&rd)
						full<=1'b0;
					else
						full<=1'b0;
				end
		end
	always @(posedge clk or negedge rst_n)
		begin
			if(!rst_n)
				empty<=1'b0;
			else
				begin
					if(((~wr&&rd)&&(rp==wr-1'b1))||((rp==4'hf)&&(wp==4'h0)))
						empty<=1'b1;
					else if(empty&&wr)
						empty<=1'b0;
					else
						empty<=1'b0;
				end
		end
endmodule
==> impl_metrics.json <==
{
  "wl_um": 11160,
  "insertion_delay_ps": 420,
  "place_hpwl_um": 7146,
  "p_per_area_nw_per_um2": 796.8,
  "synth.distinct_cells": 29,
  "yosysWarnings": 1,
  "rows": 43,
  "crit_required_ps": 3650,
  "clk_path_buf_depth": 2,
  "final-hold-violation-count": 0,
  "syn_inst": 287,
  "fin_tns_setup_ps": 0,
  "end_kind": "flop",
  "r2r-end": "dout[5]$_DFFE_PP_",
  "vias_per_cell": 5.273,
  "common_cells": "edfxtp_1, mux4_1, nand2_1",
  "initialDrtViolationCount": 123,
  "cts_hold_buf": 0,
  "die_area_um2": 15020,
  "overflow": 0,
  "ys_area_um2": 5816,
  "crit_fanout": 8,
  "worstPathCellList": "clkdlybuf4s50_1 > nor2b_1 > nand2_1 > nor2_1",
  "cts_tree": "done",
  "critPathMaxStageDelay_ps": 600,
  "grt_pass1_vias": 2893,
  "maxCapViolations": 0,
  "reg2regPathDepth": 4,
  "vias": 2726,
  "grt_max_degree": 38,
  "rsz0062_at_grt": "false",
  "ff_type": "edfxtp_1",
  "min_path_type": "in2async",
  "clk_pin_slew_ps": 60,
  "first_pass_iters": 4,
  "leakage_nw": 2.283,
  "antenna_found_initial": 0,
  "timing.slew.headroom_pct": 47.76,
  "top_cells_by_area": "edfxtp_1, mux4_1, mux4_2",
  "drc": 0,
  "area_delta_synth_final_pct": 17.60,
  "grt_usage_pct": 17.73,
  "ir_worst_vdd_mv": 0.4003,
  "n_fill_cell": 1119,
  "synth_top_area_share_pct": 70.22,
  "netlist_area_um2": 5816,
  "ioPinCount": 22,
  "ys_cells": 287,
  "arrival_ps": 2600,
  "drv_slew": 0,
  "critical_path.reg2reg.startpoint": "rp[0]$_DFFE_PN0P_",
  "cts.repair.resized": 0,
  "start_kind": "input port",
  "async_reset_ff_share_pct": 6.849,
  "setup_slack_ps": 1054,
  "top_cell": "edfxtp_1",
  "die_w_um": 122.6,
  "grt_pass1_wl_um": 17140,
  "fmax_mhz": 392.7,
  "synth_area_per_cell_um2": 20.26,
  "fp.coreArea_um2": 14040,
  "port_buffers": 21,
  "synth_top_cell_by_area": "edfxtp_1",
  "worst_pin_slew_ps": 783.6,
  "cts_buffers": 17,
  "cts_setup_buffers": 0,
  "skew_ps": 11.21,
  "routedWlPerCell_um": 21.58,
  "cts_num_sinks": 146,
  "drive_above_1_share_pct": 17.51,
  "fin_crit_sh_pct": 70.73,
  "fin_crit_ps": 2546,
  "ys_ff": 146,
  "drtAntennaViolNets": 0,
  "warnings": 30,
  "place_congestion": 0.8303,
  "edf_count": 136,
  "htreeDepth": 4,
  "root_buffer": "clkbuf_16",
  "ff2ff_setup_slack_ps": 1230,
  "synth_seq_share_pct": 74.53,
  "antenna_cells": 0,
  "setup-violations-final": 0,
  "status": "finished clean",
  "path_class": "in2reg",
  "crit_slowest_cell": "nor2_1",
  "die_h_um": 122.6,
  "fp-utilization_pct": 41.41,
  "dp_slack_ps": 621.5
}
-- flip-flops by register name, summed over array words and instances, names as in the netlist --
name   count
mem      128
dout       8
rp         4
wp         4
empty      1
full       1
-- metrics by stage --
stage	hold WS [ps]	total power [W]	instances	cell area, µm²	util (%)
floorplan	424.4	0.003280	287	5816	-
global placement	644.5	0.003742	485	6245	44.47
detailed placement	651.5	0.003750	485	6245	44.47
CTS	631.0	0.005502	517	6839	48.70
global route	663.8	0.005712	517	6839	48.70
finish	625.6	0.005449	517	6839	48.70
-- critical path: cells and delay by family --
family        cells  cell delay (ps)
buf+inv           1              490
simple gates      3             1380
-- cells in the final DEF, fill, tap and decap left out, drive strengths merged --
cell type,netlist,routed
nor2b,4,4
buf,7,14
nor3,5,5
nor2,14,14
nand2,17,17
clkinv,0,4
mux4,32,32
xnor2,10,10
dfrtp,10,10
nand3,1,1
edfxtp,136,136
and2,1,1
clkinvlp,0,5
nand4,2,2
ha,7,7
clkbuf,10,19
clkdlybuf4s50,0,21
o21ai,2,2
nand4b,2,2
o31ai,1,1
inv,4,5
a22oi,16,16
a21boi,1,1
nand2b,2,2
or4,1,1
xor2,2,2
bufinv,0,3
-- worst max path at each step --
stage / from / endpoint / slack [ps]
CTS: wr / mem[11][0]$_DFFE_PP_ / 1050
global route: wr / mem[11][5]$_DFFE_PP_ / 850
finish: wr / mem[15][7]$_DFFE_PP_ / 1050
-- power breakdown --
part           internal (W)  leakage, nW  switching (W)
Combinational      0.000669        0.655       0.000680
Sequential          0.00213         1.36       0.000210
Clock               0.00109        0.271       0.000669
-- cell type report --
class	instances	area, µm²	area share (%)
clock buffers	19	432.9	6.330
multi-input cells	120	1354	19.80
inverters	4	15.01	0.2195
flip-flops and latches	146	4335	63.39
well taps	180	225.2	3.293
clock inverters	13	161.4	2.360
repair buffers	35	315.3	4.610
-- cells by family after synthesis --
| kind of cell | after synthesis | synth area share [%] |
|---|---|---|
| buf+inv | 21 | 2.195 |
| xor+xnor | 12 | 1.807 |
| simple gates | 49 | 3.916 |
| mux | 32 | 13.55 |
| flops | 146 | 74.53 |
| fa+ha+maj | 7 | 1.506 |
| compound gates | 20 | 2.496 |
-- layer usage --
| metal | routed length [µm] | track usage (%) | vias to the layer above |
|---|---|---|---|
| li1 | - | - | 1246 |
| met1 | 4472 | 26.16 | 1357 |
| met2 | 5320 | 25.60 | 113 |
| met3 | 1191 | 9.962 | 10 |
| met4 | 174 | 2.896 | 0 |
| met5 | 0 | 0 | - |
Power figures rest on the tool's default switching activity, not on a simulated workload.
